<file path="design/flow/run.sh">
#!/bin/bash
# OpenROAD 26Q1-2900-gdf79404cd8, Yosys 0.63+post, stock flow scripts
make -C /OpenROAD-flow-scripts/flow DESIGN_CONFIG=/design/flow/config.mk WORK_HOME=/design/flow/orfs finish
</file>
<file path="design/flow/config.mk">
export PLATFORM = sky130hd
export DESIGN_NAME = All_in_one
export DESIGN_NICKNAME = All_in_one
export VERILOG_FILES = /design/flow/design.v
export SDC_FILE = /design/flow/constraint.sdc
export NUM_CORES = 4
export LEC_CHECK = 1
export CORE_AREA = 10 10 74 74
export DIE_AREA = 0 0 84 84
</file>
<file path="design/flow/constraint.sdc">
current_design All_in_one

set clk_period 1.4
set clk_io_pct 0.2

create_clock -name clk0 -period $clk_period [get_ports {clk}]

set non_clock_inputs [all_inputs -no_clocks]
set_input_delay [expr $clk_period * $clk_io_pct] -clock clk0 $non_clock_inputs
set_output_delay [expr $clk_period * $clk_io_pct] -clock clk0 [all_outputs]
</file>
<file path="design/flow/design.v">
`timescale 1ns / 1ps
module All_in_one(
    input [1:0] sw,
    input btnC,
    input clk,
    output [15:0] led
    );
    wire[3:0]D;   
    wire[3:0]cin;
    Mode2_4Decoder de(sw[1:0],btnC,D[3:0]);
    and(cin[0],D[0],btnC);
    and(cin[2],D[2],btnC);
    and(cin[3],D[3],btnC);
    and(cin[1],D[1],btnC);
    Four_bit_Up_counter Count1(cin[0],clk,led[3:0]);
    Four_bit_Down_counter Count2(cin[1],clk,led[7:4]);
    Mod_10_Up_counter Count3(cin[2],clk,led[11:8]);
    Mod_5_Down_counter Count4(cin[3],clk,led[15:12]);
endmodule
`timescale 1ns / 1ps
module Four_bit_Down_counter(
    input clear,
    input clk,
    output reg [3:0] Cout
    );
     initial
     Cout=4'b1111;
     always @ (posedge clk) 
     begin   
    if (clear==0)  
      Cout <= 4'b1111;  
    else  
      Cout <= Cout - 1;  
  end    
endmodule
`timescale 1ns / 1ps
module Four_bit_Up_counter(
    input clear,
    input clk,
    output reg [3:0] Cout
    ); 
     initial
      Cout=0;
     always @ (posedge clk) 
     begin  
    if (clear==0)  
      Cout <= 0;  
    else  
      Cout <= Cout + 1;  
  end    
endmodule
`timescale 1ns / 1ps
module Mod_10_Up_counter(
    input clear,
    input clk,
    output reg [3:0] Cout
    );
    initial
     Cout=4'b0000;
    always@ (posedge clk)
begin 
if( clear==0 | Cout==4'b1001)
Cout <= 4'b0000;
else
Cout <= Cout+ 1;
end
endmodule
`timescale 1ns / 1ps
module Mod_5_Down_counter(
    input clear,
    input clk,
    output reg [3:0] Cout
    );
    initial
     Cout=4'b0101;
     always@ (posedge clk)
     begin
       if( clear==0)
         Cout <= 4'b0000;
       else
         begin
         if(Cout<=5 & Cout>0)
            Cout<=Cout-1;
         else
            Cout<=4'b0101;
         end
    end
endmodule
`timescale 1ns / 1ps
module Mode2_4Decoder(
    input [1:0] Mode,
    input Reset,
    output reg [3:0] D
    );
    always @(*)
    begin
      if(Reset==1)
      begin
      D=4'd0;
       case (Mode)
       2'b00: D=4'd1;
       2'b01: D=4'd2;
       2'b10: D=4'd4;
       2'b11: D=4'd8;
       endcase
      end
      else
      D=4'd0;
    end
endmodule
</file>
==> job_summary.md <==
### Metrics collected by this job

| Metric | Value |
|---|---|
| Status | completed |
| Initial Utilization | 0.163 |
| Worst clock skew | between 2 and 2.5 ps |
| Average wire per standard cell | 10.1 um |
| Critical path type | flip-flop to output pin |
| Drt pass-1 iters | 4 |
| Layout cells sized above 1 | 0.309 |
| Drt via density | roughly 3.6 |
| Synth Instances | approximately 67 |
| Chip footprint | between 7000 and 8000 um^2 |
| CTS Buf Count | 3 |
| CP Max Fanout | 3 |
| Netlist cell types | 19 |
| Critical Path Sink | led[13] |
| Hold Vio Cnt, Final | 0 |
| IO buf count | 19 |
| Fin cells | 147 |
| Max Clk Rate | between 0.7 and 0.8 GHz |
| Fin. max-slew vios | 0 |
| Final global-route overflow total | 0 |
| Tcrit/Tclk final | 0.968 |
| Die y size | about 84 um |
| Worst Reg-to-Reg Cells | 5 |
| Mapped Avg Cell Area | 9.67 um^2 |
| Least-Margin Pin Slew | 363 ps |
| Area Overhead vs Synth | 59.8% |
| R2r startpoint | Count4.Cout[0] |
| OpenROAD warning count | 27 |
| Yosys cell count | 67 |
| Cell Rows | 23 |
| Drt first-iter violations | 7 |
| Clock buffer depth | 2 |
| Inserted Diodes | 0 |
| H-tree depth | 1 |
| Leakage power | 0.000440 uW |
| Max IR drop VDD | 751 uV |
| Cell taking the most area after synthesis | dfxtp_1 |
| First-pass GRT wire length | 2620 um |
| Setup Viol. Count Final | 0 |
| Latency at later pin | around 240 ps |
| Die W | ~84 um |
| Area leader share | 0.494 |
| Placed insts | 139 |
| Worst setup SP type | flip-flop |
| Synthesized area | 648 um^2 |
| Minimum clock period after layout | between 1000 and 1500 ps |
| Routability Congestion | 0.721 |
| Commonest Layout Cell | clkdlybuf4s50_1 |
| Worst R2R End | Count4.Cout[0] |
| Register area share after synthesis | 0.494 |
| Post-route setup slack | 45.1 ps |
| Final routed DRC violation total | 0 |
| Setup TNS | 0 ps |
| Largest net degree at the start of global routing | 10 |
| Worst path slowest cell | clkdlybuf4s50_1 |
| Reg2reg setup slack | 110 ps |
| Vias in the first global route | 521 |
| Initial antenna violation count | 0 |
| Yosys Chip Area | 648 um^2 |
| Hold buffer count at CTS | 0 |
| Synth area leaders | dfxtp_1 (49%), ha_1 (12%), nor2_1 (6.4%) |
| Ports | 20 |
| GRT Util Overall | 0.0439 |
| Worst Setup SP | Count4.Cout[1] |
| Cell Pwr Density | 903 nW/um^2 |
| Crit. End Element | output pin |
| RSZ-0062 raised after global routing | no |
| Most frequent cells in the layout | clkdlybuf4s50_1 (16), dfxtp_2 (13), nor2_1 (11) |
| Post-Route WL | ~1500 um |
| WP data required | 1120 ps |
| Design Area, Final | 1040 um^2 |
| Hpwl dp | 1180 um |
| Max_cap viols | 0 |
| YS warnings | 5 |
| CTS Sinks | 16 |
| Worst Hold Class | flip-flop to flip-flop |
| CP bufs+invs | 1 |
| Relative slew slack | 0.758 |
| Arr. time, crit path | about 1100 ps |
| Clock tree from TritonCTS | done |
| CP top delay family | buffers and inverters |
| Placement Cell Area | around 900 um^2 |
| Fillers | 432 |
| CTS clk-pin slew, worst paths | 60 ps |
| Pre-CTS worst setup slack | -62.1 ps |
| Max stage delay on crit path | ~480 ps |
| Crit-path cells | clkdlybuf4s50_1 |
| #FFs+latches synth | 16 |
| Core ar. | 3970 um^2 |
| Via count | 532 |
| CP Depth | 1 |
| Root Buffer | clkbuf_8 |
| Post-DRT Antenna Nets | 0 |
per-stage QoR:
| stage | util | total power [uW] | hold WS (ps) |
|---|---|---|---|
| 3_3_place_gp | 0.233 | 544 | 395 |
| 4_1_cts | 0.250 | 955 | 410 |
| 5_1_grt | 0.261 | 987 | 443 |
| 2_1_floorplan | - | 505 | 372 |
| 6_report | 0.261 | 936 | 411 |
| 3_5_place_dp | 0.233 | 545 | 404 |
report_power, final:
part	internal (uW)	switching [uW]	leakage [uW]	total [uW]
logic	38.7	26.9	0.000278	65.6
clock network	249	153	0.0000288	402
registers	461	7.26	0.000134	469
total	749	187	0.000440	936
cell families (layout without fill, tap and decap cells):
kind of cell    after synthesis  in the layout  synth area share
simple gates                 30             30             0.247
flops                        16             16             0.494
buf+inv                       7             37            0.0405
fa+ha+maj                     6              6             0.116
xor+xnor                      6              6            0.0811
compound gates                2              2            0.0212
repair_timing:
item / CTS / global route
pin swaps: 0 / 0
buffers inserted: 0 / 4
resized: 12 / 8
setup endpoints to repair: 11 / 10
flip-flops by register name, indices dropped and copies added (netlist names):
signal / cells
Count1.Cout: 4
Count4.Cout: 4
Count2.Cout: 4
Count3.Cout: 4
final cells by class:
class	instances	area (um^2)	area share
multi-input cells	44	302	0.291
clock buffers	4	55.1	0.0531
flip-flops and latches	16	344	0.332
repair buffers	26	246	0.238
well taps	50	62.6	0.0604
inverters	7	26.3	0.0254
metal layers:
metal  wire length (um)  track usage
met2                708       0.0704
met5                  0            0
met4                 10      0.00457
met3                 97       0.0197
met1                667       0.0546
cell usage after synthesis (all sizes together):
cell type and instances:
nor3b 1, xor2 2, nor2 11, or2 2, xnor2 4, ha 6, dfxtp 16, inv 7
nor3 1, nand3 3, nor2b 1, nand3b 1, nor4 3, nand2 7, a21oi 1, o2111ai 1
how the worst min path moves through the flow:
stage | start | endpoint | cells past startpoint
after CTS | Count2.Cout[0] | Count2.Cout[0] | 1
after global routing | Count2.Cout[0] | Count2.Cout[0] | 1
final | Count2.Cout[0] | Count2.Cout[0] | 1
No activity file was given, so power comes from the tool's default toggle rates.
